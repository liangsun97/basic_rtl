==> flow/design.v <==
module find_large_number(
input clk, rst_n,            
input in_vld,                 
input [31:0] in_data,      
input in_clr,                  
output reg [31:0] out_1st_largest,   
output reg [31:0] out_2nd_largest);  
always @(posedge clk or negedge rst_n) begin
    if(~rst_n) begin
        out_1st_largest <= 'b0;
        out_2st_largest <= 'b0;
    end 
    else if(in_clr) begin
        out_1st_largest <= 'b0;
        out_2st_largest <= 'b0;
  	end 
    else if(in_vld) begin
        if(in_data > out_1st_largest) begin
            out_1st_largest <= in_data;
            out_2st_largest <= out_1st_largest;
        end 
        else if(in_data > out_2st_largest) begin
            out_2st_largest <= in_data;
        end 
    end
end  
endmodule
==> flow/run.sh <==
#!/bin/bash
# OpenROAD 26Q1-2900-gdf79404cd8, Yosys 0.63+post, stock flow scripts
make -C /OpenROAD-flow-scripts/flow DESIGN_CONFIG=/design/flow/config.mk WORK_HOME=/design/flow/orfs finish
==> flow/config.mk <==
export PLATFORM = sky130hd
export DESIGN_NAME = find_large_number
export DESIGN_NICKNAME = find_large_number
export VERILOG_FILES = /design/flow/design.v
export SDC_FILE = /design/flow/constraint.sdc
export NUM_CORES = 4
export LEC_CHECK = 1
export CORE_UTILIZATION = 40
==> flow/constraint.sdc <==
current_design find_large_number

set clk_period 4.0
set clk_io_pct 0.2

create_clock -name clk0 -period $clk_period [get_ports {clk}]

set non_clock_inputs [all_inputs -no_clocks]
set_input_delay [expr $clk_period * $clk_io_pct] -clock clk0 $non_clock_inputs
set_output_delay [expr $clk_period * $clk_io_pct] -clock clk0 [all_outputs]
==> impl_metrics.sql <==
-- metrics for the results database
INSERT INTO impl_metrics (metric_group, metric, value, unit) VALUES
('global_routing', 'wire_length_of_the_first_global_routing_pass', '8.631', 'mm'),
('setup_path', 'critical_path_at', '3290', 'ps'),
('synthesis', 'muxShareOfSynthArea', '11.82', '%'),
('routing', 'insertedDiodeCount', '0', ''),
('synthesis', 'flop_cell', 'sky130_fd_sc_hd__dfrtp_1', ''),
('flow_run', 'tool_warnings', '25', ''),
('floorplanning', 'fp.coreArea', '0.006459', 'mm^2'),
('timing', 'maxClockFrequency', '0.3236', 'GHz'),
('floorplanning', 'initial_core_util', '41.94', '%'),
('synthesis', 'synth_cell_types', '34', ''),
('power', 'power.density_cell_area', '278.7', 'mW/mm^2'),
('timing', 'final.setup_skew', '2.871', 'ps'),
('timing', 'finalMaxSlewViolations', '0', ''),
('routing', 'viasPerCell', '4.660', ''),
('clocking', 'cts-hold-fix-buffers', '0', ''),
('routing', 'dr.pass1.iters', '21', ''),
('timing', 'final_period_util', '77.26', '%'),
('setup_path', 'timing.critical_path.to_type', 'register', ''),
('setup_path', 'worst-endpoint-required', '4200', 'ps'),
('synthesis', 'postSynthCellCount', '288', ''),
('global_routing', 'grt_start_max_net_pins', '65', ''),
('synthesis', 'synth_seq_share', '29.56', '%'),
('status', 'outcome', 'finished, final reports clean', ''),
('routing', 'met3WireLength', '299', 'um'),
('timing', 'timing.setup.tns', '0', 'ps'),
('global_routing', 'gr-total-overflow', '0', ''),
('floorplanning', 'die.size.y', '84.29', 'um'),
('timing', 'rsz_0062_raised_after_global_routing', 'false', ''),
('place', 'detailed_place.area', '0.003284', 'mm^2'),
('timing', 'finalSetupViolations', '0', ''),
('routing', 'num_vias', '1999', ''),
('clocking', 'postCtsSetupBuffers', '0', ''),
('synthesis', 'mean_cell_area_of_the_mapped_netlist', '9.406', 'um^2'),
('final_layout', 'final_area', '0.003353', 'mm^2'),
('setup_path', 'critical_path_peak_fanout', '22', ''),
('clocking', 'max-clock-path-buffers', '2', ''),
('clocking', 'ctsRootBufferMaster', 'sky130_fd_sc_hd__clkbuf_8', ''),
('final_layout', 'area.sequential', '800.8', 'um^2'),
('final_layout', 'largest_register_ffs', '32', ''),
('routing', 'drtIter0Drc', '84', ''),
('final_layout', 'register_ranked_first_by_flip_flop_count', 'out_1st_largest', ''),
('final_layout', 'syn2layout_area_growth', '23.79', '%'),
('power', 'p_leak', '1.442', 'nW'),
('final_layout', 'layout_top_cells_excl_fill_tap', '67 x sky130_fd_sc_hd__clkdlybuf4s50_1, 65 x sky130_fd_sc_hd__nand2b_1', ''),
('routing', 'met2_wirelength', '2.154', 'mm'),
('synthesis', 'synth.logic.top_family', 'simple AND/OR/NAND/NOR gates', ''),
('timing', 'whs', '555.7', 'ps'),
('routing', 'route.final.wire_length', '5.115', 'mm'),
('place', 'place.gp.congestion', '0.7737', ''),
('clocking', 'post_cts.resized_instances', '0', ''),
('place', 'detailed_place_hpwl', '3.739', 'mm'),
('clocking', 'clock_sink_count', '32', ''),
('synthesis', 'yosysCellCount', '288', ''),
('floorplanning', 'fp-row-count', '29', ''),
('global_routing', 'first_global_vias', '1828', ''),
('routing', 'drtAntennaViolNets', '0', ''),
('clocking', 'cts_tree', 'yes', ''),
('clocking', 'worstSkewPairLatency', '280', 'ps'),
('clocking', 'max_h_tree_level', '2', ''),
('synthesis', 'ys_sh_aoi', '6.282', '%'),
('setup_path', 'worstSetupStartpointType', 'primary input', ''),
('power', 'vdd.ir_drop.worst', '0.1227', 'mV'),
('worst_hold_path', 'holdCritPathClass', 'register to register', ''),
('final_layout', 'logic_area', '0.001567', 'mm^2'),
('routing', 'routedLengthMet1', '2.595', 'mm'),
('clocking', 'clkSlewWorstSetupHoldPaths', '60', 'ps'),
('final_layout', 'layout-drive-gt1-share', '3.409', '%'),
('routing', 'highest-signal-layer', 'met4', ''),
('final_layout', 'largest_regs', 'out_1st_largest: 32 flops', ''),
('synthesis', 'simple_gate_area_share', '20.51', '%'),
('final_layout', 'fillCellCount', '599', '');
[synth_stat cells (all sizes together) (2+ instances only)]
cell	number	share of area, %
nand2b	65	15
buf	36	12
dfrtp	32	30
ha	32	15
inv	32	4.4
mux2i	32	12
a21oi	12	2.2
nand2	8	1.1
clkbuf	7	0.97
nand4	6	1.4
o21ai	3	0.55
nand3	2	0.37
nor2	2	0.28
nor4	2	0.46
[cells by family (layout without fill, tap and decap cells)]
group | after synthesis | count (layout)
buffers and inverters | 75 | 108
flip-flops | 32 | 32
multiplexers | 32 | 32
other | 1 | 32
adder cells (fa/ha/maj) | 32 | 32
AND/OR/NAND/NOR | 90 | 90
AND-OR/OR-AND | 26 | 26
[per-stage QoR]
step / utilization [%] / power, mW / std cells / setup WS (ps)
5_1_grt: 51.92 / 1.010 / 429 / 742.4
2_1_floorplan: - / 0.6077 / 319 / 1393
4_1_cts: 51.92 / 0.9515 / 429 / 894.4
3_3_place_gp: 50.85 / 0.7174 / 424 / 648.1
6_report: 51.92 / 0.9346 / 429 / 909.7
3_5_place_dp: 50.85 / 0.7183 / 424 / 607.7
[worst paths after layout]
path                                     startpoint             endpoint  slack, ps  depth (start not counted)
worst max-delay path                    in_data[14]  out_1st_largest[17]        910                          9
worst min-delay path            out_1st_largest[18]  out_1st_largest[18]        560                          2
worst max register to register  out_1st_largest[14]  out_1st_largest[17]       1460                          9
worst min register to register  out_1st_largest[18]  out_1st_largest[18]        560                          2
max in group asynchronous                     rst_n  out_1st_largest[19]       2760                          2
min in group asynchronous                     rst_n  out_1st_largest[10]        930                          2
[power by group]
group	internal [mW]	switching (mW)
clock	0.112	0.114
combinational	0.191	0.133
sequential	0.357	0.0275
total	0.660	0.275
[area by class of cell]
cell class	instances	area share (%)
Multi-Input combinational cell	212	46.72
Sequential cell	32	23.88
Timing Repair Buffer	71	20.90
Inverter	32	3.582
Tap cell	77	2.873
Clock buffer	5	2.052
[worst max-delay path, stage by stage]
cell and delay, ps:
sky130_fd_sc_hd__clkdlybuf4s50_1 430, sky130_fd_sc_hd__ha_1 330, sky130_fd_sc_hd__nand4_1 150, sky130_fd_sc_hd__nor4_1 460, sky130_fd_sc_hd__a21boi_0 230, sky130_fd_sc_hd__nand4b_4 160, sky130_fd_sc_hd__o21ba_2 140, sky130_fd_sc_hd__buf_4 360
sky130_fd_sc_hd__mux2i_1 220
[metal layers]
layer  up-vias  GRT usage, %
met2        67         23.25
li1       1010             -
met5         -             0
met1       917         23.46
met4         0         1.881
met3         5         2.888
No activity file was given, so power comes from the tool's default toggle rates.
