`flow/design.v`:
```
module moduleName (
    input clk,
    input rst_n,
    input data_in,
    output data_out
);
localparam IDLE = 2'd0; 
localparam S0 = 2'd1; 
localparam S1 = 2'd2; 
localparam S2 = 2'd3; 
reg [1:0] c_state;
reg [1:0] n_state;
always @(posedge clk or negedge rst_n) begin
   if(~rst_n) begin
       c_state <= IDLE;
   end 
   else begin
       c_state <= n_state;
   end
end
always @(*) begin
   case(c_state) 
   IDLE: n_state = data_in ? S1 : S0;
   S0: n_state = data_in ? S1 : S0;
   S1: n_state = data_in ? S0 : S2;
   S2: n_state = data_in ? S2 : S1;
   default: n_state = IDLE;
   endcase
end
assign data_out = c_state == S0;
endmodule
```
`flow/constraint.sdc`:
```
current_design moduleName

set clk_period 1.6
set clk_io_pct 0.2

create_clock -name clk0 -period $clk_period [get_ports {clk}]

set non_clock_inputs [all_inputs -no_clocks]
set_input_delay [expr $clk_period * $clk_io_pct] -clock clk0 $non_clock_inputs
set_output_delay [expr $clk_period * $clk_io_pct] -clock clk0 [all_outputs]
```
`flow/config.mk`:
```
export PLATFORM = sky130hd
export DESIGN_NAME = moduleName
export DESIGN_NICKNAME = moduleName
export VERILOG_FILES = /design/flow/design.v
export SDC_FILE = /design/flow/constraint.sdc
export NUM_CORES = 4
export LEC_CHECK = 1
export CORE_AREA = 10 10 70 70
export DIE_AREA = 0 0 80 80
```
`flow/run.sh`:
```
#!/bin/bash
# OpenROAD 26Q1-2900-gdf79404cd8, Yosys 0.63+post, stock flow scripts
make -C /OpenROAD-flow-scripts/flow DESIGN_CONFIG=/design/flow/config.mk WORK_HOME=/design/flow/orfs finish
```
==> results.txt <==
status: completed
Chip Width: 80 µm
first-pass GRT wire length: 524 µm
dpl cells: 62
post-route ant nets: 0
Syn Inst Count: 13
Chip Area, Yosys: 140 µm²
Top cells excl fill/tap: dfrtp_1, clkbuf_4, clkdlybuf4s50_1, a21oi_1, nor2_1
Post-Syn Area: 140 µm²
Rows: 21
Post-synth seq share: 72.3%
HPWL after DPL: 264 µm
CTS resizes: 0
# H-tree levels: 1
CTS Root Cell: clkbuf_4
ys cells: 13
global route total overflow: 0
Max Transition Viols Final: 0
Leak: 0.0901 nW
final core utilization: 7.44%
Die Area: 6400 µm²
Setup Skew: 0.00344 ns
total tool warning count: 25
minimum clock period: 1.40 ns
Final Power: 277 µW
Total Routing Usage GR: 1.18%
cycle use final: 87.2%
Avg Vias per Cell: 1.76
Crit path max-delay family: buffers and inverters
port bufs: 3
hold-fix buffers at CTS: 0
crit path DAT: 1.08 ns
area delta synth->final: 81.3%
Crit. End Element: primary output
worst min path class: in2async
CORE AREA: 3420 µm²
CTS Buf Count: 3
Latency at later pin: 0.24 ns
Ys Warns: 1
final WL: 341 µm
clk buf depth: 2
share of cells above drive strength 1: 20.0%
CP max FO: 3
max-cap violation count: 0
Top Ports: 4
number of antenna repair diodes: 0
Init Core Util: 4.10%
Hold Fails Final Rpt: 0
Largest cells by area: dfrtp_1, dfstp_2, a21oi_1
peak supply drop: 158 µV
Largest type area fraction: 53.6%
Fin Setup TNS: 0 ns
Critical Path Max Stage Delay: 0.48 ns
antenna violations before repair: 0
final std cells w/o fill: 66
CP Buf/Inv Count: 1
RePlAce Congestion: 0.574
post-synth top area cell: dfrtp_1
DR pass1 iterations: 1
initial DRC count: 0
pre-CTS setup slack: 0.417 ns
crit-path cells: clkdlybuf4s50_1
Netlist cell types: 9
Setup crit start kind: flip-flop
# fillers: 407
post-DR wirelength/cell: 5.17 µm
vias in the first global route: 133
Final setup viols: 0
slowest CP cell: clkdlybuf4s50_1
critical path data required time: 1.28 ns
vias post-DR: 116
PwrDens: 1090 nW/µm²
RSZ-0062 raised after global routing: false
setup ws final: 0.204 ns
postcts setup bufs: 0
clock-pin slew on the worst setup and hold paths: 0.04 ns
DR DRC count: 0
largest net degree at the start of global routing: 7
# clock sinks: 4
CTS tree: yes
Fmax: 0.716 GHz
worst setup path class: reg2out
Seq cells post-synth: 4
Die Ht: 80 µm
syn avg cell area: 10.8 µm²
cells by family (layout without fill, tap and decap cells):
family	after synthesis	in the layout	synth area share, %
AOI/OAI and AO/OA	3	3	10.7
buffers and inverters	1	8	2.68
DFF	4	4	72.3
other	1	1	2.68
and+or+nand+nor	4	4	11.6
power by group:
part	total (mW)	internal, mW	switching (mW)
sequential	0.116	0.112	0.00443
combinational	0.0213	0.0119	0.00945
clock	0.139	0.0938	0.0453
metal layers:
layer / global-route usage [%] / part of all wire (%)
met3: 1.59 / 16
met4: 0.880 / 7.3
met5: 0 / 0
met2: 1.69 / 42
met1: 0.736 / 34
stage by stage:
stage                     area, µm²  hold slack (ns)
after detailed placement        228            0.498
after floorplan                 140           0.0244
after global placement          228            0.471
after global routing            254            0.265
after CTS                       254            0.276
final                           254            0.276
cell usage after synthesis (all sizes together):
library cell,number
inv,1
o21ai,1
dfstp,1
a21oi,2
nand2,1
dfrtp,3
nor2,2
conb,1
nor3,1
path summary, 6_finish.rpt:
path | slack [ns] | from | to | cells after the start
setup / recovery | 0.20 | c_state[2]$_DFF_PN0_ | data_out | 1
hold / removal | 0.28 | rst_n | asynchronous set/reset pin | 1
setup reg to reg | 0.83 | c_state[0]$_DFF_PN1_ | c_state[1]$_DFF_PN0_ | 2
hold reg to reg | 0.50 | flip-flop | flip-flop | 2
max in group asynchronous | 1.09 | rst_n | c_state[0]$_DFF_PN1_ | 1
min in group clk0 | 0.50 | flip-flop | flip-flop | 2
area by class of cell:
cell class	count	area, µm²	share of cell area [%]
multi-input cells	8	35.0	13.8
well taps	46	57.6	22.7
inverters	1	3.75	1.48
clock buffers	4	26.3	10.3
flip-flops and latches	4	101	39.9
repair buffers	3	30.0	11.8
No activity file was given, so power comes from the tool's default toggle rates.
